$ cat flow/run.sh
#!/bin/bash
# OpenROAD 26Q1-2900-gdf79404cd8, Yosys 0.63+post, stock flow scripts
make -C /OpenROAD-flow-scripts/flow DESIGN_CONFIG=/design/flow/config.mk WORK_HOME=/design/flow/orfs finish
$ cat flow/config.mk
export PLATFORM = sky130hd
export DESIGN_NAME = VideoController
export DESIGN_NICKNAME = VideoController
export VERILOG_FILES = /design/flow/design.v
export SDC_FILE = /design/flow/constraint.sdc
export NUM_CORES = 4
export LEC_CHECK = 1
export CORE_UTILIZATION = 30
export SYNTH_HDL_FRONTEND = slang
$ cat flow/constraint.sdc
current_design VideoController

set clk_period 10.4
set clk_io_pct 0.2

create_clock -name clk0 -period $clk_period [get_ports {clk}]

set non_clock_inputs [all_inputs -no_clocks]
set_input_delay [expr $clk_period * $clk_io_pct] -clock clk0 $non_clock_inputs
set_output_delay [expr $clk_period * $clk_io_pct] -clock clk0 [all_outputs]
$ cat flow/design.v
module VGADriver (
  input logic clk,
  input logic rst,
  input logic [23:0] colour_in,
  output logic [9:0] x_pixel,
  output logic [9:0] y_pixel,
  output logic [9:0] hsyncReg,
  output logic [9:0] vsyncReg,
  output logic hsync,
  output logic vsync,
  output logic [7:0] red,
  output logic [7:0] green,
  output logic [7:0] blue,
  output logic sync,
  output logic blank,
  output logic clkOut
);
  parameter HSYNC_ACTIVE  = 639;
  parameter HSYNC_FRONT_PORCH = 15;
  parameter HSYNC_SYNC_SIGN = 95;
  parameter HSYNC_BACK_PORCH = 47;
  parameter VSYNC_ACTIVE  = 479;
  parameter VSYNC_FRONT_PORCH = 9;
  parameter VSYNC_SYNC_SIGN = 1;
  parameter VSYNC_BACK_PORCH = 32;
  parameter HIGH = 1'b1;
  parameter LOW = 1'b0;
  localparam logic [9:0] RESET_COUNTER = 0;
  typedef enum  {
    HSYNC_STATE_ACTIVE = 1,
    HSYNC_STATE_FRONT_PORCH = 2,
    HSYNC_STATE_SYNC_SIGN = 4,
    HSYNC_STATE_BACK_PORCH = 8
  } hsync_state_t; 
  typedef enum {
    VSYNC_STATE_ACTIVE = 1,
    VSYNC_STATE_FRONT_PORCH = 2,
    VSYNC_STATE_SYNC_SIGN = 4,
    VSYNC_STATE_BACK_PORCH = 8
  } vsync_state_t;
  hsync_state_t hsync_state = HSYNC_STATE_ACTIVE;
  hsync_state_t hsync_nextState;
  vsync_state_t vsync_state = VSYNC_STATE_ACTIVE;
  vsync_state_t vsync_nextState;
  logic [9:0] x_pixel_reg;
  logic [9:0] y_pixel_reg;
  logic       hsync_reg;
  logic       vsync_reg;
  logic [7:0] red_reg;
  logic [7:0] green_reg;
  logic [7:0] blue_reg;
  logic       sync_reg;
  logic       blank_reg;
  logic [9:0] hsync_count_reg = 0;
  logic [9:0] vsync_count_reg = 0;
  logic line_done = 1'b0;
  logic is_active;
  assign is_active = ((hsync_state == HSYNC_STATE_ACTIVE) && (vsync_state == VSYNC_STATE_ACTIVE)) ? 1'b1 : 1'b0;
  always_ff @(posedge clk) begin
    if (rst == 1'b0) begin
      hsync_state <= HSYNC_STATE_ACTIVE;
      vsync_state <= VSYNC_STATE_ACTIVE;
    end else begin
      hsync_state <= hsync_nextState;
      vsync_state <= vsync_nextState;
    end
  end
  always_ff @(posedge clk) begin : HSYNC_VSYNC_COUNTER_LOGIC
    unique case (hsync_state) 
      HSYNC_STATE_ACTIVE: begin
        if (hsync_count_reg == HSYNC_ACTIVE) hsync_count_reg <= RESET_COUNTER;
        else hsync_count_reg <= hsync_count_reg + 1;
      end
      HSYNC_STATE_FRONT_PORCH: begin
        if (hsync_count_reg == HSYNC_FRONT_PORCH) hsync_count_reg <= RESET_COUNTER;
        else hsync_count_reg <= hsync_count_reg + 1;
      end
      HSYNC_STATE_SYNC_SIGN: begin
        if (hsync_count_reg == HSYNC_SYNC_SIGN) hsync_count_reg <= RESET_COUNTER;
        else hsync_count_reg <= hsync_count_reg + 1;
      end
      HSYNC_STATE_BACK_PORCH: begin
        if (hsync_count_reg == HSYNC_BACK_PORCH) hsync_count_reg <= RESET_COUNTER;
        else hsync_count_reg <= hsync_count_reg + 1;
      end
    endcase
    unique case (vsync_state) 
      VSYNC_STATE_ACTIVE: begin
        if (line_done == HIGH) begin
          vsync_count_reg <= (vsync_count_reg == VSYNC_ACTIVE) ? RESET_COUNTER : vsync_count_reg + 10'd1;
        end 
      end
      VSYNC_STATE_FRONT_PORCH: begin
        if (line_done == HIGH) begin
          vsync_count_reg <= (vsync_count_reg == VSYNC_FRONT_PORCH) ? RESET_COUNTER : vsync_count_reg + 10'd1;
        end
      end
      VSYNC_STATE_SYNC_SIGN: begin
        if (line_done == HIGH) begin
          vsync_count_reg <= (vsync_count_reg == VSYNC_SYNC_SIGN) ? RESET_COUNTER : vsync_count_reg + 10'd1;
        end
      end
      VSYNC_STATE_BACK_PORCH: begin
        if (line_done == HIGH) begin
          vsync_count_reg <= (vsync_count_reg == VSYNC_BACK_PORCH) ? RESET_COUNTER : vsync_count_reg + 10'd1;
        end 
      end
    endcase
  end
  always_comb begin : HORIZONTEL_SYNC_LOGIC_BLOCK
    unique case (hsync_state) 
      HSYNC_STATE_ACTIVE: begin
        line_done = LOW;
        hsync_nextState = (hsync_count_reg == HSYNC_ACTIVE) ? HSYNC_STATE_FRONT_PORCH : HSYNC_STATE_ACTIVE;
        hsync_reg = HIGH;
      end
      HSYNC_STATE_FRONT_PORCH: begin
        line_done = LOW;
        hsync_nextState = (hsync_count_reg == HSYNC_FRONT_PORCH) ? HSYNC_STATE_SYNC_SIGN : HSYNC_STATE_FRONT_PORCH;
        hsync_reg = HIGH;
      end
      HSYNC_STATE_SYNC_SIGN: begin
        line_done = LOW;
        hsync_nextState = (hsync_count_reg == HSYNC_STATE_SYNC_SIGN) ? HSYNC_STATE_BACK_PORCH : HSYNC_STATE_SYNC_SIGN;
        hsync_reg = LOW;
      end
      HSYNC_STATE_BACK_PORCH: begin
        line_done = (hsync_count_reg == HSYNC_BACK_PORCH) ? HIGH : LOW;
        hsync_nextState = (hsync_count_reg == HSYNC_BACK_PORCH) ? HSYNC_STATE_ACTIVE : HSYNC_STATE_BACK_PORCH;
        hsync_reg = HIGH;
      end
    endcase
  end
  always_comb begin : VERTICAL_SYNC_LOGIC_BLOCK
    unique case (vsync_state) 
      VSYNC_STATE_ACTIVE: begin
        vsync_reg = HIGH;
        if (line_done == HIGH) begin
          vsync_nextState = (vsync_count_reg == VSYNC_ACTIVE) ? VSYNC_STATE_FRONT_PORCH : VSYNC_STATE_ACTIVE;
        end else 
          vsync_nextState = VSYNC_STATE_ACTIVE;
      end
      VSYNC_STATE_FRONT_PORCH: begin
        vsync_reg = HIGH;
        if (line_done == HIGH) begin
          vsync_nextState = (vsync_count_reg == VSYNC_FRONT_PORCH) ? VSYNC_STATE_SYNC_SIGN : VSYNC_STATE_FRONT_PORCH;
        end else 
          vsync_nextState = VSYNC_STATE_FRONT_PORCH;
      end
      VSYNC_STATE_SYNC_SIGN: begin
        vsync_reg = LOW;
        if (line_done == HIGH) begin
          vsync_nextState = (vsync_count_reg == VSYNC_STATE_SYNC_SIGN) ? VSYNC_STATE_BACK_PORCH : VSYNC_STATE_SYNC_SIGN;
        end else
          vsync_nextState = VSYNC_STATE_SYNC_SIGN;
      end
      VSYNC_STATE_BACK_PORCH: begin
        vsync_reg = HIGH;
        if (line_done == HIGH) begin
          vsync_nextState = (vsync_count_reg == VSYNC_STATE_SYNC_SIGN) ? VSYNC_STATE_ACTIVE : VSYNC_STATE_BACK_PORCH;
        end else 
          vsync_nextState = VSYNC_STATE_BACK_PORCH;
      end
    endcase
  end
  always_comb begin : RGB_REGISTER_ASSIGNMENT
    x_pixel_reg = (vsync_nextState != VSYNC_STATE_ACTIVE) ? RESET_COUNTER
                  : (hsync_nextState != HSYNC_STATE_ACTIVE) ? RESET_COUNTER
                  : (line_done == HIGH) ? RESET_COUNTER : hsync_count_reg +1;
    y_pixel_reg =  (vsync_nextState != VSYNC_STATE_ACTIVE) ? RESET_COUNTER
    : (hsync_nextState != HSYNC_STATE_ACTIVE) ? (vsync_count_reg == VSYNC_ACTIVE) ? RESET_COUNTER : vsync_count_reg + 1
                  : (line_done == HIGH) ? vsync_count_reg +1 : vsync_count_reg;
    red_reg = is_active ? colour_in[23:16] : 8'h00;
    blue_reg = is_active ? colour_in[15:8] : 8'h00;
    green_reg = is_active ? colour_in[7:0] : 8'h00;
    blank_reg = hsync_reg & vsync_reg;
    sync_reg = 1'b0;
  end
  assign clkOut = clk;
  assign x_pixel = x_pixel_reg;
  assign y_pixel = y_pixel_reg;
  assign red = red_reg;
  assign green = green_reg;
  assign blue = blue_reg;
  assign blank = blank_reg;
  assign sync = sync_reg;
  assign hsyncReg = hsync_count_reg;
  assign vsyncReg = vsync_count_reg;
  assign hsync = hsync_reg;
  assign vsync = vsync_reg;
endmodule
module PixelGenerationLogic (
  input logic [31:0] leftPaddle,
  input logic [31:0] rightPaddle,
  input logic [31:0] pongBall,
  input logic [15:0] nextX,
  input logic [15:0] nextY,
  output logic [23:0] pixelOut
);
  localparam logic [23:0] COLOUR_WHITE = 8'hFFFFFF;
  localparam logic [23:0] COLOUR_BLACK = 8'h000000;
  parameter logic signed [15:0] PADDLE_HEIGHT = 16'h0064;
  parameter logic signed [15:0] PADDLE_WIDTH = 16'h000F;
  parameter logic signed [15:0] BALL_DIMENSION = 16'h000F;
  logic signed [15:0] leftPaddleX, leftPaddleY, rightPaddleX, rightPaddleY, 
    ballX, ballY, nextXSigned, nextYSigned;
  assign {leftPaddleX, leftPaddleY}   = leftPaddle;
  assign {rightPaddleX, rightPaddleY} = rightPaddle;
  assign {ballX, ballY}               = pongBall;
  assign {nextXSigned, nextYSigned}   = {nextX, nextY};
  always_comb begin
    if (((nextXSigned - leftPaddleX) <= PADDLE_WIDTH) || ((nextYSigned - leftPaddleY) <= PADDLE_HEIGHT)) begin
      pixelOut = COLOUR_WHITE;
    end else if (((nextXSigned - rightPaddleX) <= PADDLE_WIDTH) || ((nextYSigned - rightPaddleY) <= PADDLE_HEIGHT)) begin
      pixelOut = COLOUR_WHITE;
    end else if (((nextXSigned - ballX) <= PADDLE_WIDTH) || ((nextYSigned - ballY) <= PADDLE_HEIGHT)) begin
      pixelOut = COLOUR_WHITE;
    end else begin
      pixelOut = COLOUR_BLACK;
    end
  end
endmodule
module VideoController (
  input logic clk,
  input logic rst,
  input logic [31:0] ballPosition,
  input logic [31:0] leftPaddlePosition,
  input logic [31:0] rightPaddlePosition,
  output logic en,            
  output logic hsync,
  output logic vsync,
  output logic [7:0] red,
  output logic [7:0] green,
  output logic [7:0] blue,
  output logic sync,
  output logic blank,
  output logic clkOut
);
  parameter HSYNC_ACTIVE  = 639;
  parameter VSYNC_ACTIVE  = 479;
  logic [9:0] nextX, nextY, currHsync, currVsync;
  logic [23:0] pixel;
  logic [31:0] ballPositionReg = ballPosition,
     leftPaddlePositionReg = leftPaddlePosition, 
     rightPaddlePositionReg = rightPaddlePosition;
  enum logic [1:0] {INITIAL, SET_REGISTER, DISPLAY} currentState = INITIAL, nextState;
  always_ff @(posedge clk) begin
   currentState <=  nextState;
    if (currentState == SET_REGISTER) begin
        leftPaddlePositionReg <= leftPaddlePosition;
        rightPaddlePositionReg <= rightPaddlePosition;
        ballPositionReg <= ballPosition;
    end
  end
  always_comb begin
    unique case (currentState)
      INITIAL: nextState = SET_REGISTER;
      SET_REGISTER: nextState = DISPLAY;
      DISPLAY: nextState = (currHsync == HSYNC_ACTIVE && currVsync == VSYNC_ACTIVE) ? SET_REGISTER : DISPLAY;
    endcase
  end
  PixelGenerationLogic pixelGeneration (
    .leftPaddle(leftPaddlePosition),
    .rightPaddle(rightPaddlePosition),
    .pongBall(ballPosition),
    .nextX(nextX),
    .nextY(nextY),
    .pixelOut(pixel)
  );
  VGADriver graphics (
    .clk(clk),
    .rst(rst),
    .colour_in(pixel),
    .x_pixel(nextX),
    .y_pixel(nextY),
    .hsyncReg(currHsync),
    .vsyncReg(currVsync),
    .hsync(hsync),
    .vsync(vsync),
    .red(red),
    .green(green),
    .blue(blue),
    .sync(sync),
    .blank(blank),
    .clkOut(clkOut)
  );
  assign en = (nextState == SET_REGISTER) ? 1'b1 : 1'b0;
endmodule
==> impl_metrics.tcl <==
# implementation run metrics
set metrics [dict create \
    fin_tns_setup_ns 0 \
    worstPathCellList "nor4_1 -> nand3b_1 -> o41a_1 -> nor2_1 -> nand3_1 -> ha_1 -> inv_1 -> fa_1 -> a21o_1 -> a21oi_1 -> o21ba_2 -> maj3_1 -> o41ai_1 -> a31oi_1 -> nand3b_1 -> a221oi_1 -> a41oi_1 -> a2111oi_0 -> a31oi_1 -> a31o_1 -> nand4_1 -> clkdlybuf4s50_1" \
    place_congestion 0.881 \
    layout-drive-gt1-share 0.0476 \
    grtUsageTotal 0.163 \
    ys_area_sq_mm 0.00584 \
    first_global_vias 5297 \
    totalWireLength_um 16300 \
    num_vias 5982 \
    critPathRequiredTime_ns 8.32 \
    ios 128 \
    crit_type "register to primary output" \
    hold_buffers 0 \
    p_sw_frac 0.436 \
    pwr-share-clk 0.196 \
    drtAntennaViolNets 0 \
    combPwrFrac 0.635 \
    relSlewSlack 0.422 \
    seqPwrFrac 0.169 \
    intPower_mw 0.571 \
    max-vdd-ir-drop_uv 80.2 \
    synth_cell_type_count 89 \
    p_sw_mw 0.442 \
    final_area_sq_mm 0.00723 \
    yosys_warnings 0 \
    yosys_most_used_dff "dfxtp_1" \
    avgSynthCellArea_sq_um 7.13 \
    placed_cells 1153 \
    period_used_share 0.845 \
    drc 0 \
    edf_count 10 \
    place_area_sq_mm 0.00701 \
    slowest_stage "o41a_1" \
    routedWlPerCell_um 14.0 \
    rows 50 \
    p_total_mw 1.01 \
    dieArea_sq_mm 0.0200 \
    slew_viol_final 0 \
    fin_cells 1164 \
    fp_util 0.309 \
    fp.coreArea_sq_mm 0.0189 \
    outcome "complete, no violations" \
    hold_viol_final 0 \
    fillerInstances 1996 \
    cp-end-kind "primary output" \
    synthCells 818 \
    maxCapViolCount 0 \
    startpoint_type "register" \
    rsz0062_at_grt "no" \
    grt_overflow 0 \
    ys_cells 818 \
    die_h_um 141 \
    path_max_fanout 17 \
    crit_buf_inv 2 \
    critPathArrivalTime_ns 6.71 \
    cts_tree "done" \
    hp-class "register to register" \
    cts_resized 0 \
    clk_pin_slew_ns 0.05 \
    grt_pass1_wl_um 26300 \
    power.leakage_nw 2.82 \
    dr.pass1.iters 7 \
    power.density_mw_per_mm2 140 \
    fin_skew_ns 0.00744 \
    tightest_slew_ns 0.857 \
    port_buffers 110 \
    critPathMaxStageDelay_ns 0.69 \
    warnings 36 \
    logic_area_sq_mm 0.00464 \
    dp_hpwl_um 13400 \
    ys_ff 30 \
    clock.latency.late_pin_ns 0.39 \
    grt_max_degree 18 \
    fp.dieW_um 141 \
    antenna_found_initial 0 \
    drt_iter0_markers 321 \
    timing.fmax_mhz 114 \
    cts_setup_buffers 0 \
    async_flop_share 0 \
    regArea_sq_um 701 \
    area_growth_pct 23.8 \
    post_drt_via_cell_ratio 5.14 \
    diodes 0 \
    syn_area_sq_mm 0.00584 \
    postSynthSeqShare 0.120 \
    setup_viol 0 \
    fin_crit_ns 8.79 \
    critPathTopFamily "AND-OR/OR-AND gates" \
]
## logic make-up after synthesis
group / Yosys count / synth area share
AND-OR/OR-AND: 231 / 0.275
XOR/XNOR: 51 / 0.0765
adder cells (fa/ha/maj): 56 / 0.120
buffers and inverters: 114 / 0.0946
flip-flops: 30 / 0.120
multiplexers: 10 / 0.0178
other: 1 / 0.000643
AND/OR/NAND/NOR: 325 / 0.295
## synth_stat cells, drive strengths merged, types with 4 or more instances
master | count | area (sq um)
and4 | 4 | 35.0
nor4 | 11 | 75.1
nand2 | 62 | 233
dfxtp | 20 | 400
or3 | 13 | 91.3
or2 | 10 | 62.6
nor4b | 4 | 35.0
xnor2 | 35 | 307
buf | 37 | 263
nor3 | 24 | 135
o41ai | 5 | 70.1
o22ai | 4 | 25.0
and3 | 18 | 113
mux2i | 7 | 70.1
a2111oi | 4 | 41.3
nand3 | 27 | 140
o211ai | 13 | 97.6
maj3 | 11 | 113
a32oi | 4 | 35.0
edfxtp | 10 | 300
a211oi | 12 | 100
o21ai | 48 | 248
o31a | 4 | 35.0
nand4 | 13 | 81.3
xor2 | 16 | 140
inv | 61 | 229
a21o | 6 | 45.0
a21oi | 52 | 260
o31ai | 7 | 57.6
clkbuf | 16 | 60.1
nand2b | 21 | 131
o21a | 9 | 67.6
nor2 | 80 | 308
nand3b | 4 | 30.0
ha | 42 | 526
nor2b | 11 | 68.8
or4 | 5 | 37.5
a221oi | 5 | 43.8
a21boi | 8 | 60.1
a31oi | 14 | 87.6
o311ai | 4 | 35.0
and2 | 9 | 56.3
## sequential cells by signal, summed over array words and instances, names as in the netlist
name,flops
graphics.vsyncReg,10
graphics.hsyncReg,10
graphics.hsync_state,4
graphics.vsync_state,4
currentState,2
## through the flow
step	hold WS [ns]	setup slack [ns]	util
3_3_place_gp	0.460	2.17	0.371
2_1_floorplan	0.438	3.02	-
6_report	0.480	1.61	0.383
4_1_cts	0.486	1.68	0.383
5_1_grt	0.529	1.05	0.383
3_5_place_dp	0.465	2.01	0.371
## worst register-to-register path: stages (launching register included)
cell      delay, ns
edfxtp_1       0.48
nor4_1         0.41
and4b_1        0.30
nand2_1        0.10
a21oi_1        0.18
a21oi_1        0.05
nor2_1         0.48
nor2_1         0.11
## placed cells by master, fill, tap and decap left out, drive strengths merged, types with 7 or more instances in the layout
cell type,netlist,final
mux2i,7,7
and2,9,9
a31oi,14,14
conb,1,17
nor2,80,80
o21ai,48,48
nor2b,11,11
o211ai,13,13
o21a,9,9
nor3,24,24
or3,13,13
clkbuf,16,9
dfxtp,20,20
o31ai,7,7
ha,42,42
nand2,62,62
clkdlybuf4s50,0,110
nor4,11,11
xnor2,35,35
nand2b,21,21
nand4,13,13
a21oi,52,52
maj3,11,11
edfxtp,10,10
a211oi,12,12
inv,61,61
a21boi,8,8
nand3,27,27
and3,18,18
or2,10,10
xor2,16,16
## area by class of cell
| cell class | count | share of cell area |
|---|---|---|
| multi-input combinational | 690 | 0.642 |
| timing repair buffer | 111 | 0.153 |
| sequential | 30 | 0.0970 |
| tap | 260 | 0.0450 |
| inverter | 61 | 0.0317 |
| clock buffer | 10 | 0.0296 |
| clock inverter | 2 | 0.00121 |
## path summary, 6_finish.rpt
check,start,end,slack [ns],depth (start not counted)
worst max register to register,graphics.vsyncReg[7],graphics.vsyncReg[6],8.01,7
worst min register to register,graphics.hsyncReg[0],graphics.hsyncReg[0],0.48,1
worst min-delay path,graphics.hsyncReg[0],graphics.hsyncReg[0],0.48,1
worst max-delay path,graphics.vsyncReg[7],green[0],1.61,22
## power by group through the flow
stage / sequential, mW / combinational [mW] / clock [mW]
CTS: 0.170 / 0.646 / 0.203
global route: 0.176 / 0.726 / 0.208
finish: 0.171 / 0.644 / 0.199
## routing by layer
layer | global-route usage | vias up | part of all wire
met1 | 0.247 | 2665 | 0.49
met2 | 0.259 | 165 | 0.45
met3 | 0.0203 | 7 | 0.057
met4 | 0.0108 | 0 | 0.0048
li1 | - | 3145 | -
met5 | 0 | - | 0
Power is estimated from default activity; no workload was simulated.
