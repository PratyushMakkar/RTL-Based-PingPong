<file path="/design/flow/run.sh">
#!/bin/bash
# OpenROAD 26Q1-2900-gdf79404cd8, Yosys 0.63+post, stock flow scripts
make -C /OpenROAD-flow-scripts/flow DESIGN_CONFIG=/design/flow/config.mk WORK_HOME=/design/flow/orfs finish
</file>
<file path="/design/flow/config.mk">
export PLATFORM = sky130hd
export DESIGN_NAME = PingPongComputeTop
export DESIGN_NICKNAME = PingPongComputeTop
export VERILOG_FILES = /design/flow/design.v
export SDC_FILE = /design/flow/constraint.sdc
export NUM_CORES = 4
export LEC_CHECK = 1
export CORE_UTILIZATION = 50
export SYNTH_HDL_FRONTEND = slang
</file>
<file path="/design/flow/design.v">
module BallPhysics (
  input logic rst,
  input logic clk,
  input logic [31:0] dimensions,
  input logic [31:0] ballPosition,     
  input logic [31:0] ballVelocity,
  input logic [31:0] leftPaddlePosition,
  input logic [31:0] rightPaddlePosition,
  output logic [1:0] playerDidScore,      
  output logic [31:0] ballPositionOut,
  output logic [31:0] ballVelocityOut
);
  localparam PADDLE_HEIGHT = 16'h0064;
  localparam INITIAL_BALL_VELOCITY = 15;
  logic [31:0] ball_vel_reg = {16'd5, 16'd5};
  logic [31:0] ball_pos_reg;
  logic [1:0] player_score_reg;
  logic flagDidScore = 0;
  always_ff @(posedge clk) begin 
    if (rst == 1'b0) begin
      ball_pos_reg[15:0] <= {1'b0, dimensions[15:1]}; 
      ball_pos_reg[31:16] <= {1'b0, dimensions[31:17]}; 
      ball_vel_reg <= {16'd5, 16'd5};
    end
    else begin player_score_reg <= 2'b00;
      ball_pos_reg <= ballPosition;
      flagDidScore <= 1'b0;
      if (((ballPosition[15:0] + 16'h000F) >= dimensions[15:0]) ||  (ballPosition[15:0] <= 16'h000A)) begin
        ball_vel_reg[15:0] <= ~ballVelocity[15:0] + 16'h01;
      end
      if ((ballPosition[31:16] < (leftPaddlePosition[31:16] + 16'h000D))) begin
        if ((ballPosition[15:0] < leftPaddlePosition[15:0] + PADDLE_HEIGHT) && ((ballPosition[15:0] > leftPaddlePosition[15:0]))) begin
          ball_vel_reg[31:16] <= ~ballVelocity[31:16] + 16'h01;
        end else begin
          player_score_reg <= 2'b01;
          flagDidScore <= 1'b1;
        end
      end 
      if (((ballPosition[31:16]+ 16'h000D)  > rightPaddlePosition[31:16])) begin
        if ((ballPosition[15:0] < (rightPaddlePosition[15:0] + PADDLE_HEIGHT)) && (ballPosition[15:0] > rightPaddlePosition[15:0])) begin
        ball_vel_reg[31:16] <= ~ballVelocity[31:16] + 16'h01;
        end else begin
          player_score_reg <= 2'b10;
          flagDidScore <= 1'b1;
        end
      end
    end
  end
  always_comb begin
    ballPositionOut[15:0] = (flagDidScore == 1'b0) ? (ball_vel_reg[15:0] + ball_pos_reg[15:0]) : {1'b0, dimensions[15:1]};
    ballPositionOut[31:16] = (flagDidScore == 1'b0) ? (ball_vel_reg[31:16] + ball_pos_reg[31:16]) : {1'b0, dimensions[31:17]};
  end
  assign playerDidScore = player_score_reg;
  assign ballVelocityOut = ball_vel_reg;
endmodule
module PaddleAlgorithm (
  input logic clk,
  input logic rst,
  input logic [31:0] dimensions,
  input logic [31:0] ballPosition,    
  input logic [31:0] paddlePositionIn, 
  output logic [31:0] paddlePositionOut
);
  parameter [15:0] HALF_PADDLE_HEIGHT = 16'h0032;
  parameter [15:0] HALF_PADDLE_HEIGHT_COMPL = 16'hffCE;
  logic [15:0] half_dimension;
  logic [15:0] paddle_base;
  assign paddle_base = half_dimension + HALF_PADDLE_HEIGHT_COMPL;
  assign half_dimension = {1'b0, dimensions[15:1]};
  always_ff @(posedge clk) begin 
    if (rst == 1'b0) begin
      paddlePositionOut <= {paddlePositionIn[31:16], paddle_base};
    end else if ((paddlePositionIn[15:0] + HALF_PADDLE_HEIGHT) < ballPosition[15:0]) begin
      paddlePositionOut[15:0] <= ((paddlePositionIn[15:0] + (HALF_PADDLE_HEIGHT <<1)) < dimensions[15:0]) ? (paddlePositionIn[15:0] + 16'h0005): paddlePositionIn[15:0] ;
    end else begin
      paddlePositionOut[15:0] <= (paddlePositionIn[15:0] >= 16'h0005) ? (paddlePositionIn[15:0] + 16'hFFFB) : paddlePositionIn[15:0] ; 
    end
    paddlePositionOut[31:16] <= paddlePositionIn[31:16];
  end 
endmodule
module PingPong (
  input logic rst,
  input logic clk,
  input logic [31:0] dimensions,
  input logic [31:0] ballPosition,
  input logic [31:0] ballVelocity,
  input logic [31:0] leftPaddlePosition,
  input logic [31:0] rightPaddlePosition,
  output logic [15:0] scoreOut,
  output logic [31:0] leftPaddlePositionOut,
  output logic [31:0] rightPaddlePositionOut,
  output logic [31:0] ballPositionOut,
  output logic [31:0] ballVelocityOut
);
  logic [1:0] player_score_update_reg;
  logic [15:0] player_score_reg = 0;
  PaddleAlgorithm automatedPaddle (
    .clk(clk),
    .rst(rst),
    .ballPosition(ballPosition),
    .dimensions(dimensions),
    .paddlePositionIn(leftPaddlePosition),
    .paddlePositionOut(leftPaddlePositionOut)
  );
  BallPhysics ballPixel (
    .rst(rst),
    .clk(clk),
    .dimensions(dimensions),
    .ballPosition(ballPosition),        
    .ballVelocity(ballVelocity),
    .leftPaddlePosition(leftPaddlePosition),
    .rightPaddlePosition(rightPaddlePosition),
    .playerDidScore(player_score_update_reg),                    
    .ballPositionOut(ballPositionOut),
    .ballVelocityOut(ballVelocityOut)
  );
  always_ff @(posedge clk) begin
    if (rst == 1'b0) player_score_reg <= 16'h0000;
    else begin
      if (player_score_update_reg != 2'b00) begin
        if (player_score_update_reg[1]) begin
          player_score_reg[15:8] <= player_score_reg[15:8] + 8'h01;
        end else begin
          player_score_reg[7:0] <= player_score_reg[7:0] + 8'h01;
        end
      end
    end
  end
  assign scoreOut = player_score_reg;
  assign rightPaddlePositionOut = rightPaddlePosition;
endmodule
module PingPongComputeTop (
  input logic clk,
  input logic en,
  input logic rst,
  input logic rightPaddleController,  
  output logic addr,
  output logic [31:0] ballPosition,
  output logic [31:0] leftPaddlePosition,
  output logic [31:0] rightPaddlePosition
);
  parameter logic [31:0] DEFAULT_BALL_POSITION = {16'h0140, 16'h00F0};
  parameter logic [31:0] DEFAULT_LEFT_PADDLE_POSITION = {16'h0005, 16'h00E0};
  parameter logic [31:0] DEFAULT_RIGHT_PADDLE_POSITION = {16'h0140 + (~16'h0005 + 1'b1), 16'h00E0};
  parameter logic [31:0] DEFAULT_BALL_VELOCITY = {16'h0005, ~16'h0005 + 1'b1};
  parameter logic [31:0] PING_PONG_DIMENSIONS = {16'h0005, 16'h0005};
  parameter BASE_ADDRESS = 0;
  logic [31:0] ballPositionIn = DEFAULT_BALL_POSITION, ballPositionOut,
              leftPaddlePositionIn = DEFAULT_LEFT_PADDLE_POSITION, leftPaddlePositionOut,
              rightPaddlePositionIn = DEFAULT_RIGHT_PADDLE_POSITION, rightPaddlePositionOut,
              ballVelocityIn = DEFAULT_BALL_VELOCITY, ballVelocityOut;
  logic [15:0] scoreOut;
  always_ff @(posedge clk) begin
    if (rst == 1'b1) begin
      ballPositionIn <= DEFAULT_BALL_POSITION;
      leftPaddlePositionIn <= DEFAULT_LEFT_PADDLE_POSITION;
      rightPaddlePositionIn <= DEFAULT_RIGHT_PADDLE_POSITION;
    end else begin
      if (en == 1'b1) begin
        ballVelocityIn <= ballVelocityOut;
        ballPositionIn <= ballPositionOut;
        leftPaddlePositionIn <= leftPaddlePositionOut;
      end
    end
  end
  PingPong pongCompute (
    .rst(rst),
    .clk(clk),
    .dimensions(PING_PONG_DIMENSIONS),
    .ballPosition(ballPositionIn),
    .ballVelocity(ballVelocityIn),
    .leftPaddlePosition(leftPaddlePositionIn),
    .rightPaddlePosition(rightPaddlePositionIn),
    .scoreOut(scoreOut),
    .leftPaddlePositionOut(leftPaddlePositionOut),
    .rightPaddlePositionOut(rightPaddlePositionOut),
    .ballPositionOut(ballPositionOut),
    .ballVelocityOut(ballVelocityOut)
  );
  assign addr = BASE_ADDRESS;
  assign ballPosition = ballPositionOut;
  assign leftPaddlePosition = leftPaddlePositionOut;
  assign rightPaddlePosition = rightPaddlePositionOut;
endmodule
</file>
<file path="/design/flow/constraint.sdc">
current_design PingPongComputeTop

set clk_period 14.8
set clk_io_pct 0.2

create_clock -name clk0 -period $clk_period [get_ports {clk}]

set non_clock_inputs [all_inputs -no_clocks]
set_input_delay [expr $clk_period * $clk_io_pct] -clock clk0 $non_clock_inputs
set_output_delay [expr $clk_period * $clk_io_pct] -clock clk0 [all_outputs]
</file>
==> reports/metrics.csv <==
metric,value,unit
fraction of layout cells with a size suffix above 1,4.20,%
"Max FO, Critical Path",4,
yosys warns,0,
CTS max path bufs,2,
Worst Hold Class,flop to flop,
Vert. Die Dim,152,µm
DR top layer,met4,
hold path cells,0,
FP Rows,54,
clk slew on worst S/H paths,80,ps
"Registers, synthesis",193,
"FFs w/ async S/R, synth",0,%
max incr delay on CP,460,ps
total setup buffers inserted after CTS,0,
vias in the first global route,7649,
Register-to-Register Path Depth,14,
DRC,0,
Final Hold Viols,0,
Initial DRC Count,322,
top_reg_cell synth,dfxtp_1,
DR vias,8420,
"Hold-fix buffers, CTS",0,
pwr dens,108,nW/µm²
Yosys cell types,67,
yosys stat area,11200,µm²
port bufs,66,
number of I/O pins,101,
final setup TNS,0,ps
final setup skew,18.8,ps
data required time of the critical path,11840,ps
Antenna Violating Nets Remaining,0,
Pre-Repair DR Iteration Count,5,
detailed placement HPWL,18.4,mm
total global routing overflow,0,
die width,152,µm
WP depth,11,
Synth Seq Share,37.5,%
final setup margin,8550,ps
mean area per synthesized cell,9.12,µm²
leakage,0.00543,µW
CTS root buf,clkbuf_16,
CP startpoint kind,flop,
critical path cell sequence,"ha_1, inv_1, fa_1, nor2b_1, o31a_1, o211a_1, nor3_1, o31ai_1, xnor2_1, nor2_1, clkdlybuf4s50_1",
largest net degree at the start of global routing,60,
first-pass GRT wire length,39.8,mm
clk sinks,193,
met2 wire length,10.5,mm
number of enable flip-flop cells,33,
initial antenna violation count,0,
full die area,23000,µm²
Critical Path Slowest Stage Cell,clkdlybuf4s50_1,
Num CTS Buffers,17,
Slew headroom,57.3,%
Synth area leader,dfxtp_1,
Placer Congestion,0.911,
Worst EP arrival,3290,ps
crit path time final,6250,ps
Gate Area,6450,µm²
post-CTS sizing,0,
diodes inserted,0,
RSZ-0062 raised after global routing,false,
# Cells Yosys,1226,
drt wl/cell,15.9,µm
area delta synth->final,11.9,%
total global-route track usage,23.0,%
via/cell ratio,5.37,
Post-Syn Instances,1226,
Floorplan Utilization,51.1,%
DRT met1 WL,13.4,mm
worst path bufs/invs,2,
Peak VDD IR,85.9,µV
Cell area leaders,"dfxtp_1 (29%), ha_1 (12%), edfxtp_1 (8.9%)",
OpenROAD warning count,36,
# fillers,1954,
Critical Path End Type,primary output,
final setup fails,0,
fmax,0.160,GHz
htree depth,4,
drt total wl,25.0,mm
post-layout period usage,42.2,%
Slew @ Worst Pin,640,ps
FF/Latch Area,4190,µm²
max-cap violation count,0,
Latency at later pin,440,ps
CTS tree,built,
metal3 WL,795,µm
status,"finished, final reports clean",
Core ar.,21900,µm²
cell area after synthesis,11200,µm²
Setup CP Type,flop to primary output,
Top Family by Delay on Critical Path,AND-OR/OR-AND gates,
worst slack at placement,9060,ps
Area leader share,28.6,%
final slew viol count,0,
-- power breakdown --
part | switching, µW | leakage (µW) | internal, µW | total (µW)
combinational | 151 | 0.00353 | 136 | 287
sequential | 39.0 | 0.00162 | 571 | 610
clock | 227 | 0.000282 | 230 | 457
-- final timing paths --
path | end | from | slack (ps)
worst max-delay path | ballPosition[30] | pongCompute.ballPixel.ballVelocityOut[16] | 8550
worst max register to register | pongCompute.automatedPaddle.paddlePositionOut[6] | leftPaddlePositionIn[3] | 10680
worst min register to register | pongCompute.automatedPaddle.paddlePositionOut[22] | leftPaddlePositionIn[22] | 390
worst min-delay path | pongCompute.automatedPaddle.paddlePositionOut[22] | leftPaddlePositionIn[22] | 390
-- cell usage in the layout (no fill, tap or decap), types with 6 or more instances in the layout --
master / synthesis / layout
a211o_1: 10 / 10
a211oi_1: 8 / 8
a21o_1: 20 / 20
a21oi_1: 48 / 48
a31oi_1: 8 / 8
and2_1: 20 / 20
and3_1: 16 / 16
buf_4: 33 / 13
clkbuf_16: 0 / 17
clkdlybuf4s50_1: 0 / 64
conb_1: 2 / 33
dfxtp_1: 160 / 160
edfxtp_1: 33 / 33
ha_1: 103 / 103
inv_1: 53 / 53
mux2i_1: 70 / 70
nand2_1: 91 / 91
nand2b_1: 14 / 14
nand3_1: 39 / 39
nand4_1: 17 / 17
nor2_1: 130 / 130
nor2b_1: 17 / 16
nor3_1: 23 / 23
nor4_1: 17 / 17
o211ai_1: 6 / 6
o21a_1: 10 / 10
o21ai_0: 43 / 43
o31ai_1: 6 / 6
or3_1: 11 / 11
or4_1: 10 / 10
xnor2_1: 68 / 68
xor2_1: 28 / 28
-- synthesized netlist by cell type (all sizes together) (3+ instances only) --
cell and number:
nand3 39, o21ai 43, a21o 20, inv 53
o211ai 6, a21oi 48, nand4 17, o31ai 6
or3 11, edfxtp 33, o41ai 4, dfxtp 160
and2 21, and4 5, mux2i 70, ha 103
nor3b 4, or4 10, nand2b 14, a31oi 8
nor4 17, a211o 10, nor3 24, a221oi 3
xor2 28, o21a 10, nand2 91, nor2b 17
a211oi 9, mux2 4, nand3b 4, a311oi 3
nor2 130, clkbuf 30, and3 16, xnor2 68
buf 49, a2111oi 3
-- layout make-up --
| type | count | area share, % |
|---|---|---|
| Clock buffer | 19 | 3.54 |
| Clock inverter | 13 | 1.06 |
| Inverter | 55 | 1.65 |
| Multi-Input combinational cell | 930 | 51.6 |
| Sequential cell | 193 | 33.5 |
| Tap cell | 280 | 2.80 |
| Timing Repair Buffer | 77 | 5.90 |
-- layer usage --
layer / up-vias / global-route usage [%]
met5: - / 0
met4: 0 / 2.82
met3: 14 / 2.72
met2: 148 / 32.6
met1: 3871 / 39.4
li1: 4387 / -
-- stage by stage --
step           power (µW)  utilization [%]  hold WS, ps  instance area [µm²]  cells
4_1_cts              1370             57.2          396                12500   1567
3_3_place_gp          905             54.6          385                11900   1535
6_report             1350             57.2          394                12500   1567
3_5_place_dp          907             54.6          385                11900   1535
2_1_floorplan         810                -          362                11300   1257
5_1_grt              1430             57.2          405                12500   1567
-- kinds of logic (layout without fill, tap and decap cells) --
| family | count (synthesis) | in the layout | synth area share, % |
|---|---|---|---|
| buf+inv | 134 | 164 | 5.92 |
| xor+xnor | 96 | 96 | 7.52 |
| fa+ha+maj | 105 | 105 | 11.9 |
| flops | 193 | 193 | 37.5 |
| simple gates | 424 | 424 | 18.5 |
| mux | 74 | 74 | 6.67 |
| other cells | 2 | 33 | 0.0671 |
| compound gates | 198 | 198 | 12.0 |
Power is estimated from default activity; no workload was simulated.
